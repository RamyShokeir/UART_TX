--- design/flow/design.v ---
module MUX_Block(
input wire start_bit,
input wire ser_data,
input wire par_bit,
input wire stop_bit,
input wire [1:0] mux_sel,
output reg S_DATA
);
always @(*)
begin
    case(mux_sel)
      ('b00):S_DATA<=start_bit;
      ('b01):S_DATA<=ser_data;
      ('b10):S_DATA<=par_bit;
      ('b11):S_DATA<=stop_bit;
    endcase
end
endmodule
module parityCalc_block #(parameter IN_DATA_WIDTH=8)(
input wire [IN_DATA_WIDTH-1:0] P_DATA,
input wire Data_Valid,
input wire PAR_TYP,
output reg par_bit
);
always @(*)
begin
 if(Data_Valid)
  begin
   if(PAR_TYP==1'b0)
    par_bit<=(^P_DATA);
   else
    par_bit<=(~^P_DATA);
  end
 else
    par_bit<=par_bit;
end
endmodule
module serializer_block #(parameter IN_DATA_WIDTH=8)
(
  input wire [IN_DATA_WIDTH-1:0] P_DATA,
  input wire ser_en,
  input wire CLK,
  input wire RST,
  input wire Data_Valid,
  output reg ser_done,
  output reg ser_data
);
  reg [3:0] count_bits;
  reg [IN_DATA_WIDTH-1:0] input_store_comb;
  assign count_max =(count_bits==4'b1000);
always @(posedge CLK or negedge RST)
   begin
   if (!RST) 
    begin
      input_store_comb<='b0;
      ser_done<=1'b0;
      ser_data <= 1'b0;
      count_bits <= 4'b0;
    end
   else if(!ser_en && Data_Valid )
     begin
      input_store_comb <= P_DATA;
      ser_done<=1'b0;
    end
    else if( ser_en && !count_max)
     begin
        ser_done<=1'b0;
        ser_data <=input_store_comb>>(count_bits);
        count_bits<= count_bits+4'b1;
     end
     else if(count_max)
     begin
        ser_done<=1'b1;
        count_bits<=4'b0;
     end
     else
        begin
          ser_done<=1'b0;
        end
   end
endmodule
module FSM_Block (
    input wire ser_done,
    input wire PAR_EN,
    input wire Data_Valid,
    input wire CLK,RST ,
    output reg ser_en,
    output reg busy,
    output reg start_bit,
    output reg stop_bit,
    output reg [1:0] mux_sel
);
reg [4:0] current_state,next_state;
localparam [4:0] IDLE_STATE=5'b00001,
                START_STATE=5'b00010,
                DATA_STATE=5'b00100,
                PARITY_STATE=5'b01000,
                STOP_STATE=5'b10000;
always @(posedge CLK or negedge RST)
begin
    if(!RST)
        current_state<=IDLE_STATE;
    else
        current_state<=next_state;
end
always @ (*)
 begin
    start_bit=1'b1;
    stop_bit=1'b0;
    ser_en=1'b0;
    busy=1'b0;
    mux_sel=2'b00;
   case(current_state)
    IDLE_STATE:
        begin
                start_bit=1'b1;
                stop_bit=1'b0;
                ser_en=1'b0;
                busy=1'b0;
                mux_sel=2'b00;
         if(!Data_Valid)
            begin
                next_state<=IDLE_STATE;
            end
         else
            begin
                next_state<=START_STATE;
            end
        end
    START_STATE:
        begin
                start_bit=1'b0;
                stop_bit=1'b0;
                ser_en=1'b0;
                busy=1'b1;
                mux_sel=2'b00;
                next_state<=DATA_STATE;
        end
    DATA_STATE:
        begin
                start_bit=1'b1;
                stop_bit=1'b0;
                busy=1'b1;
                ser_en=1'b1;
                mux_sel=2'b01;
            if(!ser_done)
                begin
                    next_state<=DATA_STATE;
                end
            else if(PAR_EN)
                begin
                        ser_en=1'b0;
                        mux_sel=2'b10;
                    next_state<=PARITY_STATE;
                end
            else
                begin
                                 ser_en=1'b0;
                        mux_sel=2'b11;
                    next_state<=STOP_STATE;
                end 
        end
    PARITY_STATE:
        begin
            start_bit=1'b1;
            stop_bit=1'b0;
            busy=1'b1;
            ser_en=1'b0;
            mux_sel=2'b10;
            next_state<=STOP_STATE;
        end
    STOP_STATE:
        begin
             start_bit=1'b1;
             stop_bit=1'b1;
             busy=1'b1;
             ser_en=1'b0;
             mux_sel=2'b11;
             if(!Data_Valid)
                next_state<=IDLE_STATE;
            else
                next_state<=START_STATE;
        end
    default:
        begin
                start_bit=1'b1;
                stop_bit=1'b0;
                ser_en=1'b0;
                busy=1'b0;
                mux_sel=2'b00;
                next_state<=IDLE_STATE;
        end
    endcase
 end
endmodule
module UART_TX #(parameter P_DATA_WIDTH=8)
(
    input wire [P_DATA_WIDTH-1:0] P_DATA,
    input wire CLK,RST,
    input wire Data_Valid,
    input wire PAR_EN,PAR_TYP,
    output wire busy,
    output wire S_DATA
);
wire ser_done,ser_en,ser_data;
wire [1:0] mux_sel;
wire par_bit;
wire start_bit,stop_bit;
parityCalc_block #(.IN_DATA_WIDTH(P_DATA_WIDTH)) U0_Parity (
.P_DATA(P_DATA),
.Data_Valid(Data_Valid),
.PAR_TYP(PAR_TYP),
.par_bit(par_bit)
);
serializer_block #(.IN_DATA_WIDTH(P_DATA_WIDTH)) U0_serializer(
.P_DATA(P_DATA),
.ser_en(ser_en),
.CLK(CLK),
.RST(RST),
.Data_Valid(Data_Valid),
.ser_done(ser_done),
.ser_data(ser_data)
);
FSM_Block U0_FSM(
.ser_done(ser_done),
.PAR_EN(PAR_EN),
.Data_Valid(Data_Valid),
.CLK(CLK),
.RST(RST),
.ser_en(ser_en),
.start_bit(start_bit),
.stop_bit(stop_bit),
.busy(busy),
.mux_sel(mux_sel)
);
MUX_Block U0_MUX(
.ser_data(ser_data),
.par_bit(par_bit),
.mux_sel(mux_sel),
.start_bit(start_bit),
.stop_bit(stop_bit),
.S_DATA(S_DATA)
);
endmodule
--- design/flow/run.sh ---
#!/bin/bash
# OpenROAD 26Q1-2900-gdf79404cd8, Yosys 0.63+post, stock flow scripts
make -C /OpenROAD-flow-scripts/flow DESIGN_CONFIG=/design/flow/config.mk WORK_HOME=/design/flow/orfs finish
--- design/flow/config.mk ---
export PLATFORM = sky130hd
export DESIGN_NAME = UART_TX
export DESIGN_NICKNAME = UART_TX
export VERILOG_FILES = /design/flow/design.v
export SDC_FILE = /design/flow/constraint.sdc
export NUM_CORES = 4
export LEC_CHECK = 1
export CORE_AREA = 10 10 85 85
export DIE_AREA = 0 0 95 95
--- design/flow/constraint.sdc ---
current_design UART_TX

set clk_period 2.9
set clk_io_pct 0.2

create_clock -name clk0 -period $clk_period [get_ports {CLK}]

set non_clock_inputs [all_inputs -no_clocks]
set_input_delay [expr $clk_period * $clk_io_pct] -clock clk0 $non_clock_inputs
set_output_delay [expr $clk_period * $clk_io_pct] -clock clk0 [all_outputs]
==> Changelog: implementation <==
## Flow update

* Run status: finished clean
* Worst r2r src: U0_serializer.count_bits[0]
* CP Launch Point: PAR_EN
* ANT cells at 0
* Worst Hold Class: register to register
* Number of unconstrained endpoints at 1
* Clock transition at path regs at 0.07 ns
* Area Overhead vs Synth at 28.37%
* Clk_skew at 0.003872 ns
* Number of global-route vias before repair at 636
* RSZ-0062 raised after global routing: no
* Gr ovfl total at 0
* F_max at 375.3 MHz
* WL/cell at 10.15 µm
* Crit path max fanout at 3
* GPL Wtd Cong at 0.8275
* Slew Viols, Final at 0
* CP Class: input pin to output port
* Std cell rows at 27
* Final setup viols at 0
* RR Endpoint: U0_serializer.count_bits[0]
* PostCTS Resize Cnt at 0
* Clock tree from TritonCTS: done
* Die width at 95 µm
* PnR Total Power at 1.038 mW
* Crit start category: input pin
* Root buf cell: clkbuf_8
* Most frequent logic cell in the layout: dfrtp_1
* Slew @ Worst Pin at 0.2940 ns
* DP Cell Count at 169
* Crit-path most repeated cell: clkdlybuf4s50_1
* Worst r2r path cells at 6
* Yosys cell count at 83
* Final ANT Viol Nets at 0
* Vias per cell at 3.653
* Rel. slew slack at 0.8040
* Detailed Routing Iterations Pass 1 at 4
* Antenna violations before repair at 0
* Slack of the worst reg-to-reg path at 1.41 ns
* Area after DPL at 0.001184 mm²
* Pwr Density at 844.5 mW/mm²
* First-pass GRT wire length at 3.036 mm
* Initial DRC Count at 37
* Maximum capacitance violations at 0
* Cells after synthesis at 83
* Synth Warn # at 5
* Fp util at 0.1749
* Layout cell share with drive strength beyond 1 at 0.1584
* Tally of buffers added on design ports at 14
* Fin util at 0.2245
* Post-Synthesis Cell Area at 957.2 µm²
* Worst path max stage delay at 0.44 ns
* Synthesis-stage register bit count at 20
* Post-DP HPWL at 1.385 mm
* WP data arrival at 2.08 ns
* Max clock buf depth at 2
* Crit-path cells: clkdlybuf4s50_1 > nand3_1 > o21ai_0 > or3_1 > a21o_1 > clkdlybuf4s50_1
* Leak at 0.5065 nW
* Register pins left without a clock at 1
* Die Area at 0.009025 mm²
* Final Routed Wirelength at 1.756 mm
* Tool warnings at 26
* Non-filler cells in the finished layout at 173
* Postcts setup bufs at 0
* Cell area after layout at 0.001229 mm²
* Setup_tns at 0 ns
* CP endpoint kind: output port
* VDD IR max at 0.2817 mV
* CP required at 2.32 ns
* Fillcell total at 599
* Slowest stage cell on the critical path: clkdlybuf4s50_1
* Top cells excl fill/tap: dfrtp_1, clkdlybuf4s50_1, mux2_2, nand2_1
* Io pins at 15
* Latency at later pin at 0.25 ns
* DRC viols at 0
* Core area at 0.005473 mm²
* Largest net degree at the start of global routing at 20
* Hold Fails Final Rpt at 0
* GRT Overall Usage at 0.04231
* Worst setup endpoint: S_DATA
* Yosys stat chip area at 957.2 µm²
* Die Ht at 95 µm
* Post-synth cell types at 30
* Num CTS Buffers at 3
* Average size of a mapped cell at 11.53 µm²
* Vias post-DR at 632
* Period Utilization, post-route at 0.9188
* Tmin final at 2.664 ns
* H-tree depth at 1
* CTS hold repair buffers at 0
==> worst max-delay path, delay by kind of cell <==
family / cells / cell delay, ns
AND-OR/OR-AND: 2 / 0.24
buffers and inverters: 2 / 0.83
AND/OR/NAND/NOR: 2 / 0.43
==> report_power, final <==
part | switching [mW] | leakage (nW) | internal [mW]
clock network | 0.0812 | 0.0228 | 0.0975
registers | 0.0936 | 0.242 | 0.380
logic | 0.161 | 0.242 | 0.225
total | 0.336 | 0.507 | 0.702
==> final cells by class <==
class                           count  area [µm²]  area share
Clock buffer                        4       45.04     0.03666
Inverter                            3       11.26    0.009165
Multi-Input combinational cell     59       442.9      0.3605
Sequential cell                    20       491.7      0.4002
Tap cell                           72       90.09     0.07332
Timing Repair Buffer               15       147.6      0.1202
==> state kept, by name, indices dropped and copies added, names as in the netlist <==
| register | flops |
|---|---|
| U0_serializer.input_store_comb | 8 |
| U0_FSM.current_state | 5 |
| U0_serializer.count_bits | 4 |
| U0_Parity.par_bit | 1 |
| U0_serializer.ser_data | 1 |
| U0_serializer.ser_done | 1 |
==> Yosys cell counts <==
cell,instances,area [µm²]
dfrtp_1,18,450.4
mux2_2,8,90.09
nand2_1,7,26.28
nor2_1,6,22.52
xnor2_1,6,52.55
xor2_1,4,35.03
inv_1,3,11.26
nand2b_1,3,18.77
nand3_1,3,15.01
ha_1,2,25.02
mux2i_1,2,20.02
o21ai_0,2,10.01
or3_1,2,12.51
a21o_1,1,7.510
a21oi_1,1,5.000
a21oi_2,1,8.760
a311oi_1,1,8.760
and2b_1,1,7.510
and3_1,1,6.260
buf_6,1,11.26
dfstp_2,1,26.28
dlxtp_1,1,15.01
mux4_2,1,22.52
nand2_2,1,6.260
nand3b_1,1,7.510
nand4_1,1,6.260
nor2b_1,1,6.260
o211ai_1,1,7.510
o21bai_1,1,7.510
o31ai_1,1,7.510
==> metrics by stage <==
step / setup WS, ns / hold WS [ns]
6_report: 0.2356 / 0.4863
5_1_grt: 0.1300 / 0.5297
4_1_cts: 0.2234 / 0.4836
3_5_place_dp: 0.2252 / 0.4677
3_3_place_gp: 0.2348 / 0.4715
2_1_floorplan: 1.140 / 0.2844
==> routing by layer <==
layer	track usage	part of all wire	vias up
met2	0.06007	0.41	19
li1	-	-	320
met5	0	0	-
met4	0.002494	0	0
met1	0.05972	0.50	293
met3	0.02083	0.093	0
==> logic make-up after synthesis <==
| logic type | share of synthesized area |
|---|---|
| AND-OR/OR-AND | 0.06537 |
| XOR/XNOR | 0.09150 |
| adder cells (fa/ha/maj) | 0.02614 |
| buffers and inverters | 0.02353 |
| flip-flops | 0.4980 |
| latches | 0.01568 |
| multiplexers | 0.1386 |
| AND/OR/NAND/NOR | 0.1412 |
==> how the worst min path moves through the flow <==
stage	cells after the start	slack [ns]	to	start
CTS	2	0.48	U0_serializer.ser_data	U0_serializer.ser_data
global route	1	0.53	U0_FSM.current_state[1]	U0_FSM.current_state[2]
finish	2	0.49	U0_serializer.ser_data	U0_serializer.ser_data
Power figures rest on the tool's default switching activity, not on a simulated workload.
